## flow/run.sh

```bash
#!/bin/bash
# OpenROAD 26Q1-2900-gdf79404cd8, Yosys 0.63+post, stock flow scripts
make -C /OpenROAD-flow-scripts/flow DESIGN_CONFIG=/design/flow/config.mk WORK_HOME=/design/flow/orfs finish
```

## flow/config.mk

```make
export PLATFORM = sky130hd
export DESIGN_NAME = BCDToLED
export DESIGN_NICKNAME = BCDToLED
export VERILOG_FILES = /design/flow/design.v
export SDC_FILE = /design/flow/constraint.sdc
export NUM_CORES = 4
export LEC_CHECK = 1
export CORE_AREA = 10 10 70 70
export DIE_AREA = 0 0 80 80
```

## flow/constraint.sdc

```tcl
current_design BCDToLED

set clk_period 1.1
set clk_io_pct 0.2

create_clock -name clk0 -period $clk_period

set non_clock_inputs [all_inputs -no_clocks]
set_input_delay [expr $clk_period * $clk_io_pct] -clock clk0 $non_clock_inputs
set_output_delay [expr $clk_period * $clk_io_pct] -clock clk0 [all_outputs]
```

## flow/design.v

```verilog
module BCDToLED(
    input  [3:0] octave,   
    output [6:0] seg,  
    output [3:0] an    
);
wire w, x, y, z;
assign w = octave[3];
assign x = octave[2];
assign y = octave[1];
assign z = octave[0];
wire not_w, not_x, not_y, not_z;
wire segb, segb_a0, segb_a1, segb_a2, segb_b0, segb_b1, segb_b2;  
not segb_not0(not_y, y);
not segb_not1(not_z, z);
and segb_and0(segb_a0, x, not_y); 
and segb_or0 (segb_a1, segb_a0, z);
and segb_and1(segb_b0, x, y); 
and  segb_or1 (segb_b1, segb_b0, not_z);
or  segb_or2 (segb, segb_a1, segb_b1); 
wire segc, segc_a0, segc_a1;  
not segc_not0(not_x, x);
and segc_and0(segc_a0, not_x, y);
and segc_and1(segc, segc_a0, not_z);
assign seg[0] = (x & ~y & ~z) | (~w & ~x & ~y & z);
assign seg[1] = segb;
assign seg[2] = segc;
assign seg[3] = (x & ~y & ~z) | (x & y & z) | (~w & ~x & ~y & z);
assign seg[4] =  z | (x & ~y & ~z);
assign seg[5] = (y & z) | (~w & ~x & z) | (~w & ~x & y); 
assign seg[6] = (~w & ~x & ~y) | (x & y & z);
assign an[0] = 0; 
assign an[1] = 1; 
assign an[2] = 1; 
assign an[3] = 1;
endmodule
```

==> impl_metrics.xml <==
<?xml version="1.0" encoding="UTF-8"?>
<metrics>
  <group name="layout">
    <metric name="final_util" unit="%">12.3</metric>
    <metric name="post_route_cells_drive_above_1_share" unit="%">76.2</metric>
    <metric name="area.sequential" unit="um2">0</metric>
    <metric name="syn2layout_area_growth" unit="%">125</metric>
    <metric name="nFillCells" unit="">392</metric>
    <metric name="seq_cells" unit="">0</metric>
    <metric name="num-clock-buffers" unit="">0</metric>
  </group>
  <group name="synth">
    <metric name="synth_adder_area_share" unit="%">5.37</metric>
    <metric name="ys_cells" unit="">25</metric>
    <metric name="synth_compound_gate_area_share" unit="%">14.8</metric>
    <metric name="syn-cell-area" unit="um2">186</metric>
    <metric name="yosys_top_cell_by_area" unit="">sky130_fd_sc_hd__buf_4</metric>
    <metric name="synth-seq-area-share" unit="%">0</metric>
    <metric name="netlist.area_leader.share" unit="%">24.2</metric>
    <metric name="netlist.top_cell.by_instances" unit="">sky130_fd_sc_hd__buf_4</metric>
    <metric name="synth_cells" unit="">25</metric>
    <metric name="netlist_top_cells_area" unit="">sky130_fd_sc_hd__buf_4 (24%), sky130_fd_sc_hd__buf_6 (12%), sky130_fd_sc_hd__a2bb2oi_2 (8.1%), sky130_fd_sc_hd__or3_4 (6.0%), sky130_fd_sc_hd__maj3_1 (5.4%)</metric>
    <metric name="xor_xnor_portion_of_the_synthesized_cell_area" unit="%">4.70</metric>
    <metric name="top_logic_kind" unit="">buffers and inverters</metric>
    <metric name="post_synth_mux_area_share" unit="%">0</metric>
    <metric name="synthTopCellsByCount" unit="">sky130_fd_sc_hd__buf_4 (6), sky130_fd_sc_hd__buf_6 (2), sky130_fd_sc_hd__conb_1 (2)</metric>
    <metric name="simple_gate_area_share" unit="%">34.9</metric>
    <metric name="yosys-stat-area" unit="um2">186</metric>
    <metric name="yosys_warnings" unit="">0</metric>
    <metric name="syn_avg_cell_area" unit="um2">7.46</metric>
    <metric name="synth_cell_types" unit="">18</metric>
  </group>
  <group name="hold_path">
    <metric name="hold_path.class" unit="">input port to primary output</metric>
    <metric name="worstHoldStart" unit="">octave[0]</metric>
  </group>
  <group name="setup_path">
    <metric name="origin_of_the_worst_setup_path" unit="">octave[1]</metric>
    <metric name="critical_path.top_delay_family" unit="">simple AND/OR/NAND/NOR gates</metric>
    <metric name="critical_path_arrival" unit="ps">1040</metric>
    <metric name="critical_path_depth" unit="">5</metric>
    <metric name="crit_path_end_kind" unit="">primary output</metric>
    <metric name="slowest_stage" unit="">sky130_fd_sc_hd__or3_4</metric>
    <metric name="worst-endpoint-required" unit="ps">880</metric>
    <metric name="critPathBufInv" unit="">3</metric>
    <metric name="endpoint" unit="">seg[3]</metric>
    <metric name="crit_path_max_fanout" unit="">3</metric>
    <metric name="critPathKind" unit="">input port to primary output</metric>
    <metric name="crit_path_max_incr_delay" unit="ps">380</metric>
    <metric name="startpoint_type" unit="">input port</metric>
    <metric name="crit_path_cell_trace" unit="">buf_8 -&gt; or3_4 -&gt; buf_6 -&gt; a2bb2oi_2 -&gt; buf_2</metric>
  </group>
  <group name="placed_design">
    <metric name="io_buffer_count" unit="">11</metric>
    <metric name="dp.final_hpwl" unit="um">472</metric>
    <metric name="place.gp.congestion" unit="">0.713</metric>
  </group>
  <group name="cts">
    <metric name="hold_bufs_inserted_after_cts" unit="">0</metric>
  </group>
  <group name="sta">
    <metric name="timing_hold_violations_final" unit="">0</metric>
    <metric name="unrepaired_setup_endpoints_after_global_routing" unit="">yes</metric>
    <metric name="finalWorstPathRequiredPeriod" unit="ps">1260</metric>
    <metric name="timing.final.crit_share" unit="%">115</metric>
    <metric name="maxSlewViolCount" unit="">0</metric>
    <metric name="worst_hold_slack_across_all_endpoints" unit="ps">749</metric>
    <metric name="final-setup-viol-count" unit="">6</metric>
    <metric name="setup_slack" unit="ps">-164</metric>
    <metric name="max_freq" unit="MHz">791</metric>
  </group>
  <group name="global_routing">
    <metric name="grt_pass1_vias" unit="">187</metric>
    <metric name="grtUsageTotal" unit="%">1.75</metric>
    <metric name="global_route_wire_length_before_repair" unit="um">959</metric>
    <metric name="antenna_found_initial" unit="">0</metric>
    <metric name="grt_max_degree" unit="">6</metric>
    <metric name="grt_overflow" unit="">0</metric>
  </group>
  <group name="route">
    <metric name="n_antenna_cell" unit="">0</metric>
    <metric name="finalWirelength" unit="um">702</metric>
    <metric name="drt-wirelength-per-cell" unit="um">7.98</metric>
    <metric name="vias" unit="">212</metric>
    <metric name="postRouteAntennaNets" unit="">0</metric>
    <metric name="drt_iter0_drc" unit="">0</metric>
    <metric name="drc" unit="">0</metric>
    <metric name="firstDrtPassIters" unit="">1</metric>
    <metric name="vias_per_cell" unit="">2.41</metric>
  </group>
  <group name="outcome">
    <metric name="violations_in_the_final_reports" unit="">negative setup slack</metric>
    <metric name="status" unit="">finished, violations left</metric>
  </group>
  <group name="die">
    <metric name="die_h" unit="um">80</metric>
    <metric name="die_w" unit="um">80</metric>
    <metric name="io_pins" unit="">15</metric>
    <metric name="floorplan.core_area" unit="um2">3420</metric>
    <metric name="initial_core_util" unit="%">5.46</metric>
    <metric name="area_of_the_chip" unit="um2">6400</metric>
    <metric name="std_cell_rows" unit="">21</metric>
  </group>
  <group name="run">
    <metric name="max_cap_viol_count" unit="">0</metric>
    <metric name="warnings" unit="">34</metric>
  </group>
  <group name="power_and_ir_drop">
    <metric name="irDropWorstVdd" unit="mV">0.0415</metric>
    <metric name="power_per_cell_area" unit="nW/um2">314</metric>
    <metric name="power.static_leakage" unit="nW">0.190</metric>
  </group>
</metrics>
-- worst min-delay path, stage by stage --
cell and delay (ps):
sky130_fd_sc_hd__buf_6 70, sky130_fd_sc_hd__buf_6 110, sky130_fd_sc_hd__nor3b_2 40, sky130_fd_sc_hd__clkbuf_2 90
-- worst min-delay path by stage --
stage,to,slack (ps),depth (start not counted)
finish,seg[2],750,4
global route,seg[2],780,4
CTS,seg[0],780,4
-- report_power, final --
| part | switching [W] | total [W] | internal [W] | leakage (nW) |
|---|---|---|---|---|
| Sequential | 0 | 0 | 0 | 0 |
| Combinational | 0.0000418 | 0.000131 | 0.0000896 | 0.190 |
| Clock | 0 | 0 | 0 | 0 |
-- per-stage QoR --
step	total power (W)	instances	setup TNS, ps	area (um2)	worst slack (ps)
final	0.000131	88	-415	419	-164
after floorplan	0.0000524	27	0	194	83.2
after global routing	0.000144	88	-564	419	-192
after detailed placement	0.0000973	80	-5360	324	-837
after global placement	0.0000968	80	-5210	324	-815
after CTS	0.000110	86	-403	369	-145
-- cell usage in the layout (no fill, tap or decap) --
| cell type | instances |
|---|---|
| sky130_fd_sc_hd__a21boi_1 | 1 |
| sky130_fd_sc_hd__a21oi_2 | 1 |
| sky130_fd_sc_hd__a2bb2oi_2 | 1 |
| sky130_fd_sc_hd__and2_1 | 1 |
| sky130_fd_sc_hd__buf_2 | 5 |
| sky130_fd_sc_hd__buf_4 | 5 |
| sky130_fd_sc_hd__buf_6 | 10 |
| sky130_fd_sc_hd__buf_8 | 2 |
| sky130_fd_sc_hd__clkbuf_2 | 1 |
| sky130_fd_sc_hd__conb_1 | 4 |
| sky130_fd_sc_hd__maj3_2 | 1 |
| sky130_fd_sc_hd__nand2_2 | 1 |
| sky130_fd_sc_hd__nand2b_1 | 1 |
| sky130_fd_sc_hd__nand3_1 | 1 |
| sky130_fd_sc_hd__nor2_1 | 1 |
| sky130_fd_sc_hd__nor2b_4 | 1 |
| sky130_fd_sc_hd__nor3b_2 | 1 |
| sky130_fd_sc_hd__or2_4 | 1 |
| sky130_fd_sc_hd__or3_4 | 1 |
| sky130_fd_sc_hd__or3b_4 | 1 |
| sky130_fd_sc_hd__xor2_1 | 1 |
-- kinds of logic after synthesis --
group | count (synthesis)
AND/OR/NAND/NOR | 10
buffers and inverters | 8
AND-OR/OR-AND | 3
other | 2
XOR/XNOR | 1
adder cells (fa/ha/maj) | 1
-- repair_timing --
item,in CTS,in global routing
gates resized,50,12
setup endpoints to repair,7,7
setup buffers,6,2
pin swaps,6,5
-- final cells by class --
cell class                 instances  area (um2)  share of cell area, %
multi-input combinational         19         151                   36.1
tap                               46        57.6                   13.7
timing repair buffer              23         210                   50.1
-- layer usage --
layer	global-route usage, %	vias up	part of all wire [%]
met5	0	-	0
met4	0	0	0
met3	0.682	0	11
met2	2.41	11	40
met1	2.64	96	49
li1	-	105	-
Power and IR drop assume default switching activity.
